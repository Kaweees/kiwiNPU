**design/flow/run.sh**
```bash
#!/bin/bash
# OpenROAD 26Q1-2900-gdf79404cd8, Yosys 0.63+post, stock flow scripts
make -C /OpenROAD-flow-scripts/flow DESIGN_CONFIG=/design/flow/config.mk WORK_HOME=/design/flow/orfs finish
```
**design/flow/config.mk**
```make
export PLATFORM = sky130hd
export DESIGN_NAME = SPIMemIO
export DESIGN_NICKNAME = SPIMemIO
export VERILOG_FILES = /design/flow/design.v
export SDC_FILE = /design/flow/constraint.sdc
export NUM_CORES = 4
export LEC_CHECK = 1
export CORE_UTILIZATION = 40
```
**design/flow/constraint.sdc**
```tcl
current_design SPIMemIO

set clk_period 5.6
set clk_io_pct 0.2

create_clock -name clk0 -period $clk_period [get_ports {clk}]

set non_clock_inputs [all_inputs -no_clocks]
set_input_delay [expr $clk_period * $clk_io_pct] -clock clk0 $non_clock_inputs
set_output_delay [expr $clk_period * $clk_io_pct] -clock clk0 [all_outputs]
```
**design/flow/design.v**
```verilog
module SPIMemIO (
  input clk,
  resetn,
  input             valid,
  output            ready,
  input      [23:0] addr,
  output reg [31:0] rdata,
  output flash_csb,
  output flash_clk,
  output flash_io0_oe,
  output flash_io1_oe,
  output flash_io2_oe,
  output flash_io3_oe,
  output flash_io0_do,
  output flash_io1_do,
  output flash_io2_do,
  output flash_io3_do,
  input flash_io0_di,
  input flash_io1_di,
  input flash_io2_di,
  input flash_io3_di,
  input  [ 3:0] cfgreg_we,
  input  [31:0] cfgreg_di,
  output [31:0] cfgreg_do
);
  reg         xfer_resetn;
  reg         din_valid;
  wire        din_ready;
  reg  [ 7:0] din_data;
  reg  [ 3:0] din_tag;
  reg         din_cont;
  reg         din_qspi;
  reg         din_ddr;
  reg         din_rd;
  wire        dout_valid;
  wire [ 7:0] dout_data;
  wire [ 3:0] dout_tag;
  reg  [23:0] buffer;
  reg  [23:0] rd_addr;
  reg         rd_valid;
  reg         rd_wait;
  reg         rd_inc;
  assign ready = valid && (addr == rd_addr) && rd_valid;
  wire       jump = valid && !ready && (addr != rd_addr + 4) && rd_valid;
  reg        softreset;
  reg        config_en;   
  reg        config_ddr;   
  reg        config_qspi;   
  reg        config_cont;   
  reg  [3:0] config_dummy;   
  reg  [3:0] config_oe;   
  reg        config_csb;   
  reg        config_clk;   
  reg  [3:0] config_do;   
  assign cfgreg_do[31]    = config_en;
  assign cfgreg_do[30:23] = 0;
  assign cfgreg_do[22]    = config_ddr;
  assign cfgreg_do[21]    = config_qspi;
  assign cfgreg_do[20]    = config_cont;
  assign cfgreg_do[19:16] = config_dummy;
  assign cfgreg_do[15:12] = 0;
  assign cfgreg_do[11:8]  = {flash_io3_oe, flash_io2_oe, flash_io1_oe, flash_io0_oe};
  assign cfgreg_do[7:6]   = 0;
  assign cfgreg_do[5]     = flash_csb;
  assign cfgreg_do[4]     = flash_clk;
  assign cfgreg_do[3:0]   = {flash_io3_di, flash_io2_di, flash_io1_di, flash_io0_di};
  always @(posedge clk) begin
    softreset <= !config_en || |cfgreg_we;
    if (!resetn) begin
      softreset    <= 1;
      config_en    <= 1;
      config_csb   <= 0;
      config_clk   <= 0;
      config_oe    <= 0;
      config_do    <= 0;
      config_ddr   <= 0;
      config_qspi  <= 0;
      config_cont  <= 0;
      config_dummy <= 4'd8;
    end else begin
      if (cfgreg_we[0]) begin
        config_csb <= cfgreg_di[5];
        config_clk <= cfgreg_di[4];
        config_do  <= cfgreg_di[3:0];
      end
      if (cfgreg_we[1]) begin
        config_oe <= cfgreg_di[11:8];
      end
      if (cfgreg_we[2]) begin
        config_ddr   <= cfgreg_di[22];
        config_qspi  <= cfgreg_di[21];
        config_cont  <= cfgreg_di[20];
        config_dummy <= cfgreg_di[19:16];
      end
      if (cfgreg_we[3]) begin
        config_en <= cfgreg_di[31];
      end
    end
  end
  wire xfer_csb;
  wire xfer_clk;
  wire xfer_io0_oe;
  wire xfer_io1_oe;
  wire xfer_io2_oe;
  wire xfer_io3_oe;
  wire xfer_io0_do;
  wire xfer_io1_do;
  wire xfer_io2_do;
  wire xfer_io3_do;
  reg  xfer_io0_90;
  reg  xfer_io1_90;
  reg  xfer_io2_90;
  reg  xfer_io3_90;
  always @(negedge clk) begin
    xfer_io0_90 <= xfer_io0_do;
    xfer_io1_90 <= xfer_io1_do;
    xfer_io2_90 <= xfer_io2_do;
    xfer_io3_90 <= xfer_io3_do;
  end
  assign flash_csb    = config_en ? xfer_csb : config_csb;
  assign flash_clk    = config_en ? xfer_clk : config_clk;
  assign flash_io0_oe = config_en ? xfer_io0_oe : config_oe[0];
  assign flash_io1_oe = config_en ? xfer_io1_oe : config_oe[1];
  assign flash_io2_oe = config_en ? xfer_io2_oe : config_oe[2];
  assign flash_io3_oe = config_en ? xfer_io3_oe : config_oe[3];
  assign flash_io0_do = config_en ? (config_ddr ? xfer_io0_90 : xfer_io0_do) : config_do[0];
  assign flash_io1_do = config_en ? (config_ddr ? xfer_io1_90 : xfer_io1_do) : config_do[1];
  assign flash_io2_do = config_en ? (config_ddr ? xfer_io2_90 : xfer_io2_do) : config_do[2];
  assign flash_io3_do = config_en ? (config_ddr ? xfer_io3_90 : xfer_io3_do) : config_do[3];
  wire xfer_dspi = din_ddr && !din_qspi;
  wire xfer_ddr = din_ddr && din_qspi;
  SPIMemIO_Xfer xfer (
    .clk         (clk),
    .resetn      (xfer_resetn),
    .din_valid   (din_valid),
    .din_ready   (din_ready),
    .din_data    (din_data),
    .din_tag     (din_tag),
    .din_cont    (din_cont),
    .din_dspi    (xfer_dspi),
    .din_qspi    (din_qspi),
    .din_ddr     (xfer_ddr),
    .din_rd      (din_rd),
    .dout_valid  (dout_valid),
    .dout_data   (dout_data),
    .dout_tag    (dout_tag),
    .flash_csb   (xfer_csb),
    .flash_clk   (xfer_clk),
    .flash_io0_oe(xfer_io0_oe),
    .flash_io1_oe(xfer_io1_oe),
    .flash_io2_oe(xfer_io2_oe),
    .flash_io3_oe(xfer_io3_oe),
    .flash_io0_do(xfer_io0_do),
    .flash_io1_do(xfer_io1_do),
    .flash_io2_do(xfer_io2_do),
    .flash_io3_do(xfer_io3_do),
    .flash_io0_di(flash_io0_di),
    .flash_io1_di(flash_io1_di),
    .flash_io2_di(flash_io2_di),
    .flash_io3_di(flash_io3_di)
  );
  reg [3:0] state;
  always @(posedge clk) begin
    xfer_resetn <= 1;
    din_valid   <= 0;
    if (!resetn || softreset) begin
      state       <= 0;
      xfer_resetn <= 0;
      rd_valid    <= 0;
      din_tag     <= 0;
      din_cont    <= 0;
      din_qspi    <= 0;
      din_ddr     <= 0;
      din_rd      <= 0;
    end else begin
      if (dout_valid && dout_tag == 1) buffer[7:0] <= dout_data;
      if (dout_valid && dout_tag == 2) buffer[15:8] <= dout_data;
      if (dout_valid && dout_tag == 3) buffer[23:16] <= dout_data;
      if (dout_valid && dout_tag == 4) begin
        rdata    <= {dout_data, buffer};
        rd_addr  <= rd_inc ? rd_addr + 4 : addr;
        rd_valid <= 1;
        rd_wait  <= rd_inc;
        rd_inc   <= 1;
      end
      if (valid) rd_wait <= 0;
      case (state)
        0: begin
          din_valid <= 1;
          din_data  <= 8'hff;
          din_tag   <= 0;
          if (din_ready) begin
            din_valid <= 0;
            state     <= 1;
          end
        end
        1: begin
          if (dout_valid) begin
            xfer_resetn <= 0;
            state       <= 2;
          end
        end
        2: begin
          din_valid <= 1;
          din_data  <= 8'hab;
          din_tag   <= 0;
          if (din_ready) begin
            din_valid <= 0;
            state     <= 3;
          end
        end
        3: begin
          if (dout_valid) begin
            xfer_resetn <= 0;
            state       <= 4;
          end
        end
        4: begin
          rd_inc    <= 0;
          din_valid <= 1;
          din_tag   <= 0;
          case ({
            config_ddr, config_qspi
          })
            2'b11: din_data <= 8'hED;
            2'b01: din_data <= 8'hEB;
            2'b10: din_data <= 8'hBB;
            2'b00: din_data <= 8'h03;
          endcase
          if (din_ready) begin
            din_valid <= 0;
            state     <= 5;
          end
        end
        5: begin
          if (valid && !ready) begin
            din_valid <= 1;
            din_tag   <= 0;
            din_data  <= addr[23:16];
            din_qspi  <= config_qspi;
            din_ddr   <= config_ddr;
            if (din_ready) begin
              din_valid <= 0;
              state     <= 6;
            end
          end
        end
        6: begin
          din_valid <= 1;
          din_tag   <= 0;
          din_data  <= addr[15:8];
          if (din_ready) begin
            din_valid <= 0;
            state     <= 7;
          end
        end
        7: begin
          din_valid <= 1;
          din_tag   <= 0;
          din_data  <= addr[7:0];
          if (din_ready) begin
            din_valid <= 0;
            din_data  <= 0;
            state     <= config_qspi || config_ddr ? 8 : 9;
          end
        end
        8: begin
          din_valid <= 1;
          din_tag   <= 0;
          din_data  <= config_cont ? 8'hA5 : 8'hFF;
          if (din_ready) begin
            din_rd    <= 1;
            din_data  <= {4'b0000, config_dummy};
            din_valid <= 0;
            state     <= 9;
          end
        end
        9: begin
          din_valid <= 1;
          din_tag   <= 1;
          if (din_ready) begin
            din_valid <= 0;
            state     <= 10;
          end
        end
        10: begin
          din_valid <= 1;
          din_data  <= 8'h00;
          din_tag   <= 2;
          if (din_ready) begin
            din_valid <= 0;
            state     <= 11;
          end
        end
        11: begin
          din_valid <= 1;
          din_tag   <= 3;
          if (din_ready) begin
            din_valid <= 0;
            state     <= 12;
          end
        end
        12: begin
          if (!rd_wait || valid) begin
            din_valid <= 1;
            din_tag   <= 4;
            if (din_ready) begin
              din_valid <= 0;
              state     <= 9;
            end
          end
        end
      endcase
      if (jump) begin
        rd_inc      <= 0;
        rd_valid    <= 0;
        xfer_resetn <= 0;
        if (config_cont) begin
          state <= 5;
        end else begin
          state    <= 4;
          din_qspi <= 0;
          din_ddr  <= 0;
        end
        din_rd <= 0;
      end
    end
  end
endmodule
module SPIMemIO_Xfer (
  input clk,
  resetn,
  input        din_valid,
  output       din_ready,
  input  [7:0] din_data,
  input  [3:0] din_tag,
  input        din_cont,
  input        din_dspi,
  input        din_qspi,
  input        din_ddr,
  input        din_rd,
  output       dout_valid,
  output [7:0] dout_data,
  output [3:0] dout_tag,
  output reg flash_csb,
  output reg flash_clk,
  output reg flash_io0_oe,
  output reg flash_io1_oe,
  output reg flash_io2_oe,
  output reg flash_io3_oe,
  output reg flash_io0_do,
  output reg flash_io1_do,
  output reg flash_io2_do,
  output reg flash_io3_do,
  input flash_io0_di,
  input flash_io1_di,
  input flash_io2_di,
  input flash_io3_di
);
  reg [7:0] obuffer;
  reg [7:0] ibuffer;
  reg [3:0] count;
  reg [3:0] dummy_count;
  reg       xfer_cont;
  reg       xfer_dspi;
  reg       xfer_qspi;
  reg       xfer_ddr;
  reg       xfer_ddr_q;
  reg       xfer_rd;
  reg [3:0] xfer_tag;
  reg [3:0] xfer_tag_q;
  reg [7:0] next_obuffer;
  reg [7:0] next_ibuffer;
  reg [3:0] next_count;
  reg       fetch;
  reg       next_fetch;
  reg       last_fetch;
  always @(posedge clk) begin
    xfer_ddr_q <= xfer_ddr;
    xfer_tag_q <= xfer_tag;
  end
  assign din_ready  = din_valid && resetn && next_fetch;
  assign dout_valid = (xfer_ddr_q ? fetch && !last_fetch : next_fetch && !fetch) && resetn;
  assign dout_data  = ibuffer;
  assign dout_tag   = xfer_tag_q;
  always @* begin
    flash_io0_oe = 0;
    flash_io1_oe = 0;
    flash_io2_oe = 0;
    flash_io3_oe = 0;
    flash_io0_do = 0;
    flash_io1_do = 0;
    flash_io2_do = 0;
    flash_io3_do = 0;
    next_obuffer = obuffer;
    next_ibuffer = ibuffer;
    next_count   = count;
    next_fetch   = 0;
    if (dummy_count == 0) begin
      casez ({
        xfer_ddr, xfer_qspi, xfer_dspi
      })
        3'b000: begin
          flash_io0_oe = 1;
          flash_io0_do = obuffer[7];
          if (flash_clk) begin
            next_obuffer = {obuffer[6:0], 1'b0};
            next_count   = count - {3'b000, |count};
          end else begin
            next_ibuffer = {ibuffer[6:0], flash_io1_di};
          end
          next_fetch = (next_count == 0);
        end
        3'b010: begin
          flash_io0_oe = !xfer_rd;
          flash_io1_oe = !xfer_rd;
          flash_io2_oe = !xfer_rd;
          flash_io3_oe = !xfer_rd;
          flash_io0_do = obuffer[4];
          flash_io1_do = obuffer[5];
          flash_io2_do = obuffer[6];
          flash_io3_do = obuffer[7];
          if (flash_clk) begin
            next_obuffer = {obuffer[3:0], 4'b0000};
            next_count   = count - {2'b00, |count, 1'b0};
          end else begin
            next_ibuffer = {ibuffer[3:0], flash_io3_di, flash_io2_di, flash_io1_di, flash_io0_di};
          end
          next_fetch = (next_count == 0);
        end
        3'b110: begin
          flash_io0_oe = !xfer_rd;
          flash_io1_oe = !xfer_rd;
          flash_io2_oe = !xfer_rd;
          flash_io3_oe = !xfer_rd;
          flash_io0_do = obuffer[4];
          flash_io1_do = obuffer[5];
          flash_io2_do = obuffer[6];
          flash_io3_do = obuffer[7];
          next_obuffer = {obuffer[3:0], 4'b0000};
          next_ibuffer = {ibuffer[3:0], flash_io3_di, flash_io2_di, flash_io1_di, flash_io0_di};
          next_count   = count - {2'b00, |count, 1'b0};
          next_fetch   = (next_count == 0);
        end
        3'b001, 3'b011, 3'b101, 3'b111: begin
          flash_io0_oe = !xfer_rd;
          flash_io1_oe = !xfer_rd;
          flash_io0_do = obuffer[6];
          flash_io1_do = obuffer[7];
          if (flash_clk) begin
            next_obuffer = {obuffer[5:0], 2'b00};
            next_count   = count - {3'b000, |count};
          end else begin
            next_ibuffer = {ibuffer[5:0], flash_io1_di, flash_io0_di};
          end
          next_fetch = (next_count == 0);
        end
        default: begin
          next_obuffer = obuffer;
          next_ibuffer = ibuffer;
          next_count   = count;
          next_fetch   = 0;
        end
      endcase
    end
  end
  always @(posedge clk) begin
    if (!resetn) begin
      fetch       <= 1;
      last_fetch  <= 1;
      flash_csb   <= 1;
      flash_clk   <= 0;
      count       <= 0;
      dummy_count <= 0;
      xfer_tag    <= 0;
      xfer_cont   <= 0;
      xfer_dspi   <= 0;
      xfer_qspi   <= 0;
      xfer_ddr    <= 0;
      xfer_rd     <= 0;
    end else begin
      fetch      <= next_fetch;
      last_fetch <= xfer_ddr ? fetch : 1;
      if (|dummy_count) begin
        flash_clk   <= !flash_clk && !flash_csb;
        dummy_count <= dummy_count - {3'b000, flash_clk};
      end else if (|count) begin
        flash_clk <= !flash_clk && !flash_csb;
        obuffer   <= next_obuffer;
        ibuffer   <= next_ibuffer;
        count     <= next_count;
      end
      if (din_valid && din_ready) begin
        flash_csb   <= 0;
        flash_clk   <= 0;
        count       <= 8;
        dummy_count <= din_rd ? din_data[3:0] : 4'b0000;
        obuffer     <= din_data;
        xfer_tag    <= din_tag;
        xfer_cont   <= din_cont;
        xfer_dspi   <= din_dspi;
        xfer_qspi   <= din_qspi;
        xfer_ddr    <= din_ddr;
        xfer_rd     <= din_rd;
      end
    end
  end
endmodule
```
==> flow_metrics.tcl <==
# flow metrics
set metrics [dict create \
    drc 0 \
    dp_hpwl_mm 13.9 \
    fp_util 0.410 \
    powerDensity_nw_per_um2 263 \
    status "completed" \
    numCtsBuffers 17 \
    cts_htree_levels 4 \
    vdd_drop_max_mv 0.228 \
    die_area_um2 22200 \
    path_class "flip-flop to primary output" \
    port_buffers 113 \
    largest_area_cell "edfxtp_1" \
    grt_max_degree 48 \
    synth_cells 822 \
    drt-total-wl_mm 19.2 \
    final_hold_viol_count 0 \
    top_cells_by_area "edfxtp_1 (37%), dfxtp_1 (16%), mux2i_1 (4.9%), nor2_1 (3.3%), xor2_1 (3.1%)" \
    holdPathStages 0 \
    place.gp.congestion 0.912 \
    total_power_w 0.00276 \
    use_met3 0.0374 \
    holdWs_ps 349 \
    first_pass_iters 7 \
    critPathMaxFanout 1 \
    finalClockSkew_ps 28.7 \
    grt_pass1_vias 5859 \
    grt.met2_usage 0.282 \
    start_kind "flip-flop" \
    cap_violations 0 \
    antenna_found_initial 0 \
    overflow 0 \
    cp_data_arrival_time_ps 4280 \
    crit_start "xfer_io0_90" \
    hold_class "flip-flop to flip-flop" \
    pin_count 142 \
    top_cell_area_share 0.368 \
    core_um2 21100 \
    die_w_um 149 \
    fin_tns_setup_ps 0 \
    tightest_slew_ps 883 \
    rsz0062_at_grt "false" \
    logic_area_um2 3620 \
    ys_seq_frac 0.526 \
    fin_cells 1191 \
    grtUsageTotal 0.188 \
    fill_cells 1946 \
    cts_tree "done" \
    critPathCaptureType "primary output" \
    leakage_nw 3.60 \
    cts.sinks 174 \
    ant_nets 0 \
    warnings 43 \
    clk_pin_slew_ps 60 \
    cts_resized 0 \
    cts_buffer_depth 2 \
    clk_root_buffer_cell "clkbuf_16" \
    ys_cells 822 \
    grt.busiest_layer "met1" \
    vias 6230 \
    globalRouteMet1Util 0.309 \
    synth.cell_area_um2 8640 \
    drive_above_1_share 0.0841 \
    ff_type "edfxtp_1" \
    grt_pass1_wl_mm 31.0 \
    r2r_start "xfer.xfer_qspi" \
    cts_hold_buf 0 \
    syn_avg_cell_area_um2 10.5 \
    drv_slew 0 \
    ff2ff_setup_slack_ps 1310 \
    post_cts.repair.setup_buffers 0 \
    viasPerCell 5.23 \
    slew_headroom 0.409 \
    syn2layout_area_growth_pct 21.3 \
    reg2reg_to "xfer_io0_90" \
    finalSetupViolations 0 \
    async_flop_share 0 \
    r2r_cells 4 \
    place_inst 1156 \
    hold_start "xfer.xfer_tag[1]" \
    synth_warnings 2 \
    ys_ff 174 \
    seq_area_um2 4540 \
    edf_count 106 \
    insertedDiodeCount 0 \
    cp.required_ps 4480 \
    insertion_delay_ps 440 \
    yosys_area_um2 8640 \
    yosysUniqueCellTypes 76 \
    avgRoutedWirePerCell_um 16.2 \
    row_count 53 \
    holdPathEnd "xfer.xfer_tag_q[1]" \
    fin_util 0.497 \
    drtIter0Drc 368 \
    die_h_um 149 \
]
[layout by cell type (no fill, tap or decap), types with 7 or more instances in the layout]
cell and instances:
edfxtp_1 106, mux2_2 7, o21ai_0 36, and3_1 8, conb_1 14, a22oi_1 8
nor4_1 9, nand4_1 8, dfxtp_1 68, mux2i_1 42, nand3_1 23, xnor2_1 29
a21oi_1 49, ha_1 7, a31oi_1 7, nor3_1 16, xor2_1 31, inv_1 27
nor2_1 75, clkbuf_16 21, a211oi_1 7, clkdlybuf4s50_1 113, buf_4 12, nor2b_1 22
nand2_1 67
[cells in the mapped netlist, drive strengths merged, types with 10 or more instances]
library cell	number
a21oi	52
buf	41
clkbuf	38
dfxtp	68
edfxtp	106
inv	24
mux2i	42
nand2	67
nand3	24
nand4	10
nor2	77
nor2b	22
nor3	18
nor4	13
o21ai	41
xnor2	29
xor2	32
[routing by layer]
metal / part of all wire / vias up
met5: 0 / -
met2: 0.45 / 203
met1: 0.48 / 2927
met4: 0.010 / 0
li1: - / 3083
met3: 0.058 / 17
[through the flow]
step	worst slack (ps)	area (um^2)
after CTS	179	10500
after global routing	91.9	10500
after floorplan	21.4	8690
final	198	10500
after global placement	664	9830
after detailed placement	662	9830
[registers in the layout, summed over array words and instances (netlist names), 4 cells and up]
| signal | count |
|---|---|
| rdata | 32 |
| buffer | 24 |
| rd_addr | 24 |
| state | 13 |
| din_data | 8 |
| xfer.ibuffer | 8 |
| xfer.obuffer | 8 |
| config_do | 4 |
| config_dummy | 4 |
| config_oe | 4 |
| xfer.count | 4 |
| xfer.dummy_count | 4 |
[critical path: stages, from the launching register on]
cell and delay (ps):
dfxtp_1 290, a21oi_1 60, a21oi_1 200, clkdlybuf4s50_1 490
[logic make-up after synthesis]
family | count (synthesis) | synth area share
muxes | 50 | 0.0591
adders and majority gates | 7 | 0.0101
AOI/OAI and AO/OA | 150 | 0.112
buffers and inverters | 104 | 0.0618
DFF | 174 | 0.526
other | 1 | 0.000434
xor gates and xnor gates | 61 | 0.0627
and+or+nand+nor | 275 | 0.169
[worst max-delay path by stage]
stage | endpoint | slack (ps) | cells after the start
4_1_cts | flash_io2_do | 180 | 3
5_1_grt | flash_io0_do | 90 | 3
6_report | flash_io0_do | 200 | 3
[area by class of cell]
cell class / instances / share of cell area
Clock buffer: 23 / 0.0508
Sequential cell: 174 / 0.434
Timing Repair Buffer: 125 / 0.116
Tap cell: 275 / 0.0328
Multi-Input combinational cell: 557 / 0.346
Clock inverter: 13 / 0.0122
Inverter: 24 / 0.00859
[report_power, final]
group          switching (W)  internal (W)  leakage (nW)  total, W
clock network       0.000499      0.000772         0.333   0.00127
registers          0.0000110       0.00135          1.50   0.00136
logic              0.0000485     0.0000730          1.76  0.000122
total               0.000559       0.00220          3.60   0.00276
Power is estimated from default activity; no workload was simulated.
