### /design/flow/run.sh
#!/bin/bash
# OpenROAD 26Q1-2900-gdf79404cd8, Yosys 0.63+post, stock flow scripts
make -C /OpenROAD-flow-scripts/flow DESIGN_CONFIG=/design/flow/config.mk WORK_HOME=/design/flow/orfs finish
### /design/flow/config.mk
export PLATFORM = sky130hd
export DESIGN_NAME = KiwiNPU
export DESIGN_NICKNAME = KiwiNPU
export VERILOG_FILES = /design/flow/design.v
export SDC_FILE = /design/flow/constraint.sdc
export NUM_CORES = 4
export LEC_CHECK = 1
export CORE_UTILIZATION = 50
### /design/flow/design.v
module Clamper #(
  parameter int DATA_WIDTH = 8,
  parameter int ACC_WIDTH  = (8*2 + $clog2(4))
) (
  input  logic signed [ ACC_WIDTH-1:0] in,
  output logic signed [DATA_WIDTH-1:0] out
);
  localparam MIN_VAL = -(1 << (DATA_WIDTH - 1));   
  localparam MAX_VAL = (1 << (DATA_WIDTH - 1)) - 1;   
  always_comb begin
    if (in > MAX_VAL) begin
      out = MAX_VAL;
    end else if (in < MIN_VAL) begin
      out = MIN_VAL;
    end else begin
      out = $signed(in[DATA_WIDTH-1:0]);
    end
  end
endmodule
module KiwiNPU #(
  parameter integer NUM_LAYERS = 3,
  parameter [NUM_LAYERS*8-1:0] LAYER_SIZES = {8'd4, 8'd8, 8'd4},
  parameter integer DATA_WIDTH = 8
) (
  input wire clk,    
  input wire rst_n,  
  input wire signed [get_layer_size(0)*DATA_WIDTH - 1 : 0] in_vec,
  input wire signed [calc_weights_bits() - 1 : 0] weights_flat,
  input wire signed [calc_biases_bits() - 1 : 0] biases_flat,
  output wire signed [get_layer_size(NUM_LAYERS-1)*DATA_WIDTH - 1 : 0] out_vec
);
  function integer get_layer_size;
    input integer idx;
    integer offset;
    begin
      offset         = (NUM_LAYERS - 1 - idx) * 8;
      get_layer_size = {24'd0, LAYER_SIZES[offset+:8]};
    end
  endfunction
  function integer calc_weights_bits;
    integer sum;
    integer j;
    integer sz_j;
    integer sz_jm1;
    begin
      sum = 0;
      for (j = 1; j < NUM_LAYERS; j = j + 1) begin
        sz_j   = get_layer_size(j);
        sz_jm1 = get_layer_size(j - 1);
        sum    = sum + (sz_j * sz_jm1 * DATA_WIDTH);
      end
      calc_weights_bits = sum;
    end
  endfunction
  function integer calc_biases_bits;
    integer sum;
    integer j;
    integer sz_j;
    begin
      sum = 0;
      for (j = 1; j < NUM_LAYERS; j = j + 1) begin
        sz_j = get_layer_size(j);
        sum  = sum + (sz_j * DATA_WIDTH);
      end
      calc_biases_bits = sum;
    end
  endfunction
  function integer weight_offset;
    input integer idx;
    integer acc;
    integer k;
    integer s_k;
    integer s_km1;
    begin
      acc = 0;
      for (k = 1; k < idx; k = k + 1) begin
        s_k   = get_layer_size(k);
        s_km1 = get_layer_size(k - 1);
        acc   = acc + (s_k * s_km1 * DATA_WIDTH);
      end
      weight_offset = acc;
    end
  endfunction
  function integer bias_offset;
    input integer idx;
    integer acc;
    integer k;
    integer s_k;
    begin
      acc = 0;
      for (k = 1; k < idx; k = k + 1) begin
        s_k = get_layer_size(k);
        acc = acc + (s_k * DATA_WIDTH);
      end
      bias_offset = acc;
    end
  endfunction
  genvar j;
  generate
    for (j = 1; j < NUM_LAYERS; j = j + 1) begin : gen_layers
      localparam integer LSIZE_IN = get_layer_size(j - 1);
      localparam integer LSIZE_OUT = get_layer_size(j);
      localparam integer IN_WIDTH = LSIZE_IN * DATA_WIDTH;
      localparam integer OUT_WIDTH = LSIZE_OUT * DATA_WIDTH;
      localparam integer WEIGHT_SZ = LSIZE_IN * LSIZE_OUT * DATA_WIDTH;
      localparam integer BIAS_SZ = LSIZE_OUT * DATA_WIDTH;
      localparam integer OFFSET_WEIGHTS = weight_offset(j);
      localparam integer OFFSET_BIAS = bias_offset(j);
      wire signed [IN_WIDTH   - 1 : 0] layer_in;
      wire signed [OUT_WIDTH  - 1 : 0] layer_out;
      wire signed [ WEIGHT_SZ - 1 : 0] layer_weights;
      assign layer_weights = weights_flat[OFFSET_WEIGHTS+:WEIGHT_SZ];
      wire signed [BIAS_SZ   - 1 : 0] layer_biases;
      assign layer_biases = biases_flat[OFFSET_BIAS+:BIAS_SZ];
      if (j == 1) begin
        assign layer_in = in_vec;
      end else begin
        assign layer_in = gen_layers[j-1].layer_out;
      end
      Layer #(
        .IN_N      (LSIZE_IN),
        .OUT_N     (LSIZE_OUT),
        .DATA_WIDTH(DATA_WIDTH),
        .ACC_WIDTH (DATA_WIDTH * 2 + $clog2(LSIZE_IN))
      ) u_layer_inst (
        .clk    (clk),
        .rst_n  (rst_n),
        .in_vec (layer_in),
        .weights(layer_weights),
        .biases (layer_biases),
        .out_vec(layer_out)
      );
      if (j == NUM_LAYERS - 1) begin
        assign out_vec = layer_out;
      end
    end
  endgenerate
endmodule
module Layer #(
  parameter int IN_N = 4,   
  parameter int OUT_N = 4,   
  parameter int DATA_WIDTH = 8,   
  parameter int ACC_WIDTH = (8*2 + $clog2(4))   
) (
  input  logic                                    clk,       
  input  logic                                    rst_n,     
  input  logic signed [      IN_N*DATA_WIDTH-1:0] in_vec,    
  input  logic signed [OUT_N*IN_N*DATA_WIDTH-1:0] weights,   
  input  logic signed [     OUT_N*DATA_WIDTH-1:0] biases,    
  output logic signed [     OUT_N*DATA_WIDTH-1:0] out_vec    
);
  genvar i;
  generate
    for (i = 0; i < OUT_N; i++) begin : gen_neurons
      Perceptron #(
        .N         (IN_N),
        .DATA_WIDTH(DATA_WIDTH),
        .ACC_WIDTH (ACC_WIDTH)
      ) u_neuron (
        .clk  (clk),
        .rst_n(rst_n),
        .x    (in_vec),
        .w    (weights[i*IN_N*DATA_WIDTH+:IN_N*DATA_WIDTH]),
        .b    (biases[i*DATA_WIDTH+:DATA_WIDTH]),
        .y    (out_vec[i*DATA_WIDTH+:DATA_WIDTH])
      );
    end
  endgenerate
endmodule
module Perceptron #(
  parameter int N = 4,   
  parameter int DATA_WIDTH = 8,   
  parameter int ACC_WIDTH = (8*2 + $clog2(4))   
) (
  input  logic                           clk,     
  input  logic                           rst_n,   
  input  logic signed [N*DATA_WIDTH-1:0] x,       
  input  logic signed [N*DATA_WIDTH-1:0] w,       
  input  logic signed [  DATA_WIDTH-1:0] b,       
  output logic signed [  DATA_WIDTH-1:0] y        
);
  logic signed [DATA_WIDTH-1:0] x_arr[N];
  logic signed [DATA_WIDTH-1:0] w_arr[N];
  genvar i;
  generate
    for (i = 0; i < N; i++) begin
      assign x_arr[i] = x[i*DATA_WIDTH+:DATA_WIDTH];
      assign w_arr[i] = w[i*DATA_WIDTH+:DATA_WIDTH];
    end
  endgenerate
  logic signed [ ACC_WIDTH-1:0] pre;   
  logic signed [DATA_WIDTH-1:0] pre_clamped;   
  logic signed [DATA_WIDTH-1:0] relu_out;   
  PreActivation #(
    .N         (N),
    .DATA_WIDTH(DATA_WIDTH),
    .ACC_WIDTH (ACC_WIDTH)
  ) pre_activation (
    .x  (x),
    .w  (w),
    .b  (b),
    .pre(pre)
  );
  Clamper #(
    .DATA_WIDTH(DATA_WIDTH),
    .ACC_WIDTH (ACC_WIDTH)
  ) clamp (
    .in (pre),
    .out(pre_clamped)
  );
  ReLU #(
    .DATA_WIDTH(DATA_WIDTH)
  ) act (
    .in (pre_clamped),
    .out(relu_out)
  );
  always_ff @(posedge clk or negedge rst_n) begin
    if (!rst_n) begin
      y <= '0;
    end else begin
      y <= relu_out;
    end
  end
endmodule
module PreActivation #(
  parameter int N = 4,   
  parameter DATA_WIDTH = 8,   
  parameter int ACC_WIDTH = (8*2 + $clog2(4))   
) (
  input  logic signed [N*DATA_WIDTH-1:0] x,    
  input  logic signed [N*DATA_WIDTH-1:0] w,    
  input  logic signed [  DATA_WIDTH-1:0] b,    
  output logic signed [   ACC_WIDTH-1:0] pre   
);
  logic signed [DATA_WIDTH-1:0] x_arr                     [N];
  logic signed [DATA_WIDTH-1:0] w_arr                     [N];
  logic signed [ ACC_WIDTH-1:0] dp;   
  genvar gi;
  generate
    for (gi = 0; gi < N; gi++) begin
      assign x_arr[gi] = x[gi*DATA_WIDTH+:DATA_WIDTH];
      assign w_arr[gi] = w[gi*DATA_WIDTH+:DATA_WIDTH];
    end
  endgenerate
  always_comb begin
    dp = '0;
    for (int i = 0; i < N; i++) begin
      dp += x_arr[i] * w_arr[i];
    end
    pre = dp + {{(ACC_WIDTH-DATA_WIDTH){b[DATA_WIDTH-1]}}, b};   
  end
endmodule
module ReLU #(
  parameter int DATA_WIDTH = 8
) (
  input  logic signed [DATA_WIDTH-1:0] in,   
  output logic signed [DATA_WIDTH-1:0] out   
);
  always_comb begin
    if ($signed(in) < 0) begin
      out = '0;
    end else begin
      out = in;
    end
  end
endmodule
### /design/flow/constraint.sdc
current_design KiwiNPU

set clk_period 11.8
set clk_io_pct 0.2

create_clock -name clk0 -period $clk_period [get_ports {clk}]

set non_clock_inputs [all_inputs -no_clocks]
set_input_delay [expr $clk_period * $clk_io_pct] -clock clk0 $non_clock_inputs
set_output_delay [expr $clk_period * $clk_io_pct] -clock clk0 [all_outputs]
==> impl_metrics.json <==
{
  "outcome": "finished, final reports clean",
  "regMostFlops": "gen_layers.u_layer_inst.gen_neurons.u_neuron.y",
  "startpoint_type": "input pin",
  "tool_warnings": 25,
  "initCoreUtil": 0.5028,
  "drive_above_1_share": 0.01540,
  "setup_viol": 0,
  "fmax_mhz": 91.43,
  "fin_worst_skew_ps": 18.36,
  "crit_type": "input pin to flop",
  "syn_area_um2": 175700,
  "grt_use_met2": 0.4607,
  "grt_pass1_vias": 132100,
  "holdWs_ps": 1428,
  "clockBufferDepth": 2,
  "critPathLaunch": "weights_flat[434]",
  "yosys.stat.seqShare": 0.01196,
  "cts_tree": "built",
  "ys_sh_aoi": 0.06179,
  "edf_count": 0,
  "grt_max_degree": 65,
  "synthTopCellsByCount": "inv_1, fa_1, ha_1",
  "min_path_type": "flop to flop",
  "r2r_slack_ps": 2280,
  "synth_dominant_cell_count": "inv_1",
  "routed_wl_mm": 468.9,
  "grt_busiest_layer": "met2",
  "ant_nets": 0,
  "dp.cells": 24970,
  "mux_share": 0.001937,
  "rows": 217,
  "cts_max_level": 3,
  "postCtsSetupBuffers": 0,
  "synthDistinctLibCells": 87,
  "io_buffers": 669,
  "drt-pass1-iter-count": 5,
  "drv_slew": 0,
  "end_kind": "flop",
  "die_x_um": 594.8,
  "wire_per_inst_um": 18.72,
  "cts_root_buf": "clkbuf_16",
  "ys_warn_count": 15,
  "drtIter0Drc": 4572,
  "min_period_ps": 10940,
  "worst_pin_slew_ps": 828.8,
  "largest_register_ffs": 84,
  "die_h_um": 594.8,
  "clk_pin_slew_worst_paths_ps": 80,
  "flop_cell": "dfrtp_1",
  "fin_crit_sh": 0.9269,
  "avgViaCountPerCell": 5.031,
  "final_cells": 25050,
  "gr-total-overflow": 0,
  "hold_viol": 0,
  "clkSinkCount": 84,
  "met3_usage": 0.1195,
  "track_usage": 0.2959,
  "cap_violations": 0,
  "yosysTopAreaCell": "fa_1",
  "xor_area_frac": 0.04601,
  "antenna_found_initial": 188,
  "place.gp.congestion": 0.9683,
  "hpwl_mm": 418.0,
  "relSlewSlack": 0.4475,
  "r2r_cells": 31,
  "io_pins": 674,
  "ys_chip_area_um2": 175700,
  "synthCells": 19950,
  "area_leaders": "fa_1, ha_1, inv_1",
  "reg_top3": "gen_layers.u_layer_inst.gen_neurons.u_neuron.y: 84 flops",
  "yosysCellCount": 19950,
  "adder_share": 0.5899,
  "crit_path_frequent_cell": "fa_1",
  "grt_first_pass_wirelength_mm": 748.6,
  "area_growth_pct": 7.185,
  "required_ps": 12090,
  "synthTopLogicFamily": "adder cells",
  "path_max_fanout": 8,
  "async_flop_share": 1.000,
  "synth.avg_cell_area_um2": 8.806,
  "clk-insertion-delay-late_ps": 440,
  "slowest_delay_ps": 640,
  "final_util": 0.5389,
  "critPathSlowestCell": "fa_1",
  "rsz0062_at_grt": "false",
  "cts_resized": 0,
  "core_area_um2": 349400,
  "synth_flop_count": 84,
  "top_cell_area_share": 0.4102,
  "arrival_ps": 11230,
  "min_path_cells": 6,
  "hold_buffers": 0,
  "simple_gate_area_frac": 0.1657,
  "num_vias": 126000,
  "fin_tns_setup_ps": 0,
  "grtUsageMet1": 0.3919,
  "dieArea_um2": 353800,
  "drc": 0,
  "cts_buffers": 9
}
[worst min path at each step]
stage                 slack, ps   end  startpoint
after CTS                  1430  flop        flop
after global routing       1530  flop        flop
final                      1430  flop        flop
[per-layer routing]
layer  share of wire  vias up
li1                -    61050
met1            0.39    61290
met2            0.47     2914
met3           0.096      588
met4           0.042      174
met5          0.0027        -
[logic make-up (layout without fill, tap and decap cells)]
family | count (synthesis) | after routing
simple gates | 5372 | 5372
mux | 33 | 33
flops | 84 | 84
compound gates | 1684 | 1684
xor+xnor | 919 | 919
other cells | 1 | 71
buf+inv | 5735 | 6164
fa+ha+maj | 6124 | 6124
[final cells by class]
| type | instances | area (um^2) |
|---|---|---|
| Fill cell | 32610 | 161100 |
| Timing Repair Buffer | 844 | 7998 |
| Sequential cell | 84 | 2102 |
| Antenna cell | 67 | 167.7 |
| Clock buffer | 11 | 242.7 |
| Multi-Input combinational cell | 14140 | 152100 |
| Tap cell | 4599 | 5754 |
| Clock inverter | 5 | 82.58 |
| Inverter | 5304 | 19910 |
[cells in the final DEF, fill, tap and decap left out, types with 71 or more instances in the layout]
cell             count
nor3_1             223
nor2b_1            223
nand3_1            165
xor2_1             264
ha_1              2524
dfrtp_1             84
clkdlybuf4s50_1    636
and2_1            2343
fa_1              3600
nand2_1           1343
a21oi_1            542
o21bai_1           117
nor2_1             370
or3_1               71
inv_1             5304
buf_4              164
a21o_1             172
xnor2_1            652
nand2b_1           363
o21ai_0            292
[metrics by stage]
stage	worst slack (ps)	instance area, um^2
3_3_place_gp	382.0	187800
2_1_floorplan	1662	175700
6_report	863.0	188300
4_1_cts	799.0	188100
5_1_grt	39.82	188200
3_5_place_dp	387.4	187800
[worst max-delay path: cells and delay by family]
kind	cells	cell delay, ps
buffers and inverters	7	790
AOI/OAI and AO/OA	12	2290
and+or+nand+nor	4	950
adders and majority gates	10	4820
